==> flow/design.v <==
module digital_clock(
    input logic clk,        
    input logic reset,      
    output logic CLOCK,
    output logic [6:0] minuteDisp1, minuteDisp2,
    output logic [6:0] hourDisp1, hourDisp2
);
    logic [3:0] CLOCK_ = 0;
    logic [5:0] sec_reg = 0, min_reg = 0;
    logic [4:0] hour_reg = 0;
    assign CLOCK = 0;
    always_ff @(posedge clk or posedge reset) begin
        if (reset) begin
            CLOCK_ <= 6'd0;
        end else if (CLOCK_ == 4'b1111) begin
            CLOCK_ <= 6'd0;
            CLOCK <= ~CLOCK;
        end else begin
            CLOCK_ <= CLOCK_ + 1;
        end
    end
    always_ff @(posedge clk or posedge reset) begin
        if (reset) begin
            sec_reg <= 6'd0;
        end else if (CLOCK_ == 4'b1111) begin
            if (sec_reg == 6'd59) begin
                sec_reg <= 6'd0;
            end else begin
                sec_reg <= sec_reg + 1;
            end
        end
    end
    always_ff @(posedge clk or posedge reset) begin
        if (reset) begin
            min_reg <= 6'd0;
        end else if (CLOCK_ == 4'b1111 && sec_reg == 6'd59) begin
            if (min_reg == 6'd59) begin
                min_reg <= 6'd0;
            end else begin
                min_reg <= min_reg + 1;
            end
        end
    end
    always_ff @(posedge clk or posedge reset) begin
        if (reset) begin
            hour_reg <= 5'd0;
        end else if (CLOCK_ == 4'b1111 && sec_reg == 6'd59 && min_reg == 6'd59) begin
            if (hour_reg == 5'd23) begin
                hour_reg <= 5'd0;
            end else begin
                hour_reg <= hour_reg + 1;
            end
        end
    end
    seven_segment seg1(
        .digit(min_reg % 10),   
        .seg(minuteDisp1)     
    );
    seven_segment seg2(
        .digit(min_reg / 10),   
        .seg(minuteDisp2)     
    );
    seven_segment seg3(
        .digit(hour_reg % 10),   
        .seg(hourDisp1)     
    );
    seven_segment seg4(
        .digit(hour_reg / 10),   
        .seg(hourDisp2)     
    );
endmodule
module seven_segment(
    input logic [3:0] digit,   
    output logic [6:0] seg     
);
    always_comb begin
        case(digit)
            4'd0: seg = 7'b0000001;  
            4'd1: seg = 7'b1001111;  
            4'd2: seg = 7'b0010010;  
            4'd3: seg = 7'b0000110;  
            4'd4: seg = 7'b1001100;  
            4'd5: seg = 7'b0100100;  
            4'd6: seg = 7'b0100000;  
            4'd7: seg = 7'b0001111;  
            4'd8: seg = 7'b0000000;  
            4'd9: seg = 7'b0000100;  
            default: seg = 7'b1111111;  
        endcase
    end
endmodule
==> flow/run.sh <==
#!/bin/bash
# OpenROAD 26Q1-2900-gdf79404cd8, Yosys 0.63+post, stock flow scripts
make -C /OpenROAD-flow-scripts/flow DESIGN_CONFIG=/design/flow/config.mk WORK_HOME=/design/flow/orfs finish
==> flow/config.mk <==
export PLATFORM = sky130hd
export DESIGN_NAME = digital_clock
export DESIGN_NICKNAME = digital_clock
export VERILOG_FILES = /design/flow/design.v
export SDC_FILE = /design/flow/constraint.sdc
export NUM_CORES = 4
export LEC_CHECK = 1
export CORE_AREA = 10 10 102 102
export DIE_AREA = 0 0 112 112
==> flow/constraint.sdc <==
current_design digital_clock

set clk_period 4.6
set clk_io_pct 0.2

create_clock -name clk0 -period $clk_period [get_ports {clk}]

set non_clock_inputs [all_inputs -no_clocks]
set_input_delay [expr $clk_period * $clk_io_pct] -clock clk0 $non_clock_inputs
set_output_delay [expr $clk_period * $clk_io_pct] -clock clk0 [all_outputs]
==> flow_summary_export.csv <==
group,metric,value,unit
floorplan,ioPinCount,31,
worst_hold_path,hp-start,"CLOCK_[0]",
synthesis,flop_cell,"dfrtp_1",
sta,finalHoldViolCount,0,
run_status,outcome,"finished clean",
power_and_ir_drop,p_seq_share,61.1,%
synthesis,edf_count,0,
worst_setup_path,critPathMaxStageDelay,0.49,ns
sta,timing.clock.skew,0.00206,ns
worst_setup_path,critPathKind,"register to primary output",
drt,drt_wl_total,4.94,mm
clocking,clkLatencyLatePin,0.25,ns
sta,finalMaxSlewViolations,0,
drt,routed_via_density,4.83,
worst_setup_path,r2r_slack,2.38,ns
clocking,htree_levels,1,
worst_setup_path,path_cells,"or2_4 > ha_4 > and3b_1 > o2bb2ai_1 > o211a_1 > ha_2 > inv_2 > o31ai_2 > o32ai_4 > xnor2_4 > o211a_1 > a211oi_2 > clkdlybuf4s50_1",
grt,grt_overflow_total,0,
sta,period_needed,4.35,ns
drt,ant_nets,0,
grt,antenna_found_initial,0,
floorplan,chipArea,0.0125,mm2
clocking,numCtsBuffers,3,
worst_setup_path,cp_common_cell,"o211a_1",
worst_setup_path,critPathBufInv,2,
power_and_ir_drop,ir_drop,0.0000812,V
worst_setup_path,timing.rr.start,"CLOCK_[0]",
power_and_ir_drop,powerDensity,105,mW/mm2
drt,drc,0,
placement,dp_hpwl,3.87,mm
sta,setup-tns-final,0,ns
clocking,cts.sinks,21,
grt,grt_pass1_vias,1884,
synthesis,synth_top_cell_by_area,"dfrtp_1",
drt,via_count,2034,
grt,grt_start_max_net_pins,22,
worst_setup_path,reg2regPathDepth,7,
synthesis,top_cells_by_count,"nand2_1, ha_1, dfrtp_1, inv_1, nor2_1",
worst_hold_path,whs_path_depth,1,
placement,port-buffer-count,28,
drt,antenna-diode-count,0,
synthesis,topCellsByArea,"dfrtp_1, ha_1, nand2_1",
worst_setup_path,cp.required,3.68,ns
synthesis,ys_ff,21,
sta,worst_slew_pin_slew,0.776,ns
clocking,cts_buffer_depth,2,
synthesis,yosysTopAreaCellShare,22.1,%
power_and_ir_drop,power_switching,0.0000552,W
sta,period_used_share,94.5,%
sta,fmax,230,MHz
synthesis,synth_chip_area,0.00237,mm2
synthesis,synth_async_sr_flop_share,100,%
drt,first_pass_iters,4,
floorplan,row_count,33,
synthesis,synth_cells,288,
floorplan,die_width,112,um
grt,grt_pass1_wl,8.76,mm
grt,groute.usage.overall,7.71,%
power_and_ir_drop,p_int,0.000247,W
power_and_ir_drop,leakagePower,1.22,nW
synthesis,synth_warnings,6,
drt,wl_per_cell,11.7,um
synthesis,top_cell,"nand2_1",
sta,slew-limit-headroom,48.2,%
power_and_ir_drop,p_total,0.000302,W
worst_setup_path,r2r_end,"hour_reg[3]",
flow_run,log.warning_count,43,
power_and_ir_drop,combPwrFrac,1.4,%
worst_setup_path,crit_arrival,3.43,ns
clocking,hold_buffers,0,
power_and_ir_drop,swShare,18.3,%
synthesis,ys_cells,288,
synthesis,ys_seq_share,22.1,%
synthesis,syn_avg_cell_area,8.25,um2
synthesis,ys_types,69,
floorplan,core,0.00822,mm2
floorplan,fp_util,28.9,%
worst_hold_path,hp-class,"register to register",
flow_run,maxCapViolCount,0,
worst_hold_path,worstHoldEndpoint,"CLOCK_[0]",
clocking,cts_tree,"done",
worst_setup_path,setup.worst_path.start_class,"register",
final_layout,area_growth,21.2,%
placement,gp_congestion,0.835,
clocking,clock-root-buffer,"clkbuf_8",
power_and_ir_drop,power_frac_clock,37.4,%
sta,setup_viol_count_final,0,
floorplan,die_h,112,um
worst_setup_path,slowest_stage,"clkdlybuf4s50_1",
worst_setup_path,cp_top_family,"AND-OR/OR-AND gates",
final_layout,drive_above_1_share,13.0,%
drt,first_iter_violations,57,
clocking,clk_pin_slew,0.07,ns
sta,hold_ws,0.490,ns
synthesis,synth_area,0.00237,mm2
worst_setup_path,crit_path_start,"min_reg[4]",
worst_setup_path,critPathCaptureType,"primary output",
worst_setup_path,path_max_fanout,6,
==> per-stage QoR <==
step / worst slack, ns / instances / utilization, % / area (um2)
CTS: 0.00595 / 418 / 34.3 / 2820
global placement: 0.266 / 414 / 33.6 / 2760
finish: 0.254 / 421 / 35.0 / 2880
detailed placement: 0.174 / 414 / 33.6 / 2760
global route: -0.0137 / 421 / 35.0 / 2880
floorplan: 0.800 / 289 / - / 2380
==> layout make-up <==
| type | count | area [um2] |
|---|---|---|
| clock buffers | 4 | 45.0 |
| fillers | 812 | 5340 |
| inverters | 21 | 78.8 |
| multi-input cells | 232 | 1740 |
| flip-flops and latches | 21 | 527 |
| well taps | 105 | 131 |
| repair buffers | 38 | 359 |
==> worst max path at each step <==
stage / endpoint / slack, ns / depth (start not counted)
finish: minuteDisp1[5] / 0.25 / 13
global route: hourDisp1[5] / -0.01 / 13
CTS: minuteDisp1[5] / 0.006 / 13
==> routing by layer <==
layer,track usage [%],vias up,share of wire [%]
li1,-,1069,-
met1,10.9,943,51
met2,12.7,22,45
met3,1.47,0,3.6
met4,0.0846,0,0
met5,0,-,0
==> kinds of logic (layout without fill, tap and decap cells) <==
| family | Yosys count | after routing | share of synthesized area (%) |
|---|---|---|---|
| flip-flops | 21 | 21 | 22.1 |
| adder cells (fa/ha/maj) | 29 | 29 | 15.3 |
| XOR/XNOR | 12 | 12 | 5.22 |
| AND-OR/OR-AND | 76 | 76 | 23.6 |
| AND/OR/NAND/NOR | 105 | 105 | 23.4 |
| other | 1 | 2 | 0.158 |
| multiplexers | 8 | 8 | 3.53 |
| buffers and inverters | 36 | 63 | 6.69 |
==> cells in the final DEF (no fill, tap or decap), types with 6 or more instances in the layout <==
cell	instances
a21oi_1	13
buf_4	9
clkdlybuf4s50_1	28
dfrtp_1	20
ha_1	27
inv_1	20
nand2_1	31
nand2b_1	6
nand3_1	11
nor2_1	20
o21ai_0	18
xnor2_1	7
==> power by group through the flow <==
stage,Sequential (W),Combinational [W],Clock [W]
CTS,0.000184,0.00000477,0.000123
global route,0.000184,0.00000542,0.000131
finish,0.000185,0.00000434,0.000113
==> repair_timing <==
action                     4_1_cts  5_1_grt
buffers inserted                 0        3
setup endpoints to repair        4       14
pin swaps                        2        3
gates resized                    2       10
Power and IR drop assume default switching activity.
